==> /design/flow/design.v <==
module digital_lock (
    input wire clk,                     
    input wire reset,                   
    input wire [3:0] key_in,           
    input wire key_press,              
    input wire enter,                  
    input wire clear,                  
    input wire change_pwd_mode,        
    output reg lock_open,              
    output reg alarm,                  
    output reg [1:0] attempts_left,    
    output reg [2:0] digit_count,      
    output reg system_locked,          
    output reg [6:0] seg_display       
);
    parameter MAX_ATTEMPTS = 3;
    parameter PASSWORD_LENGTH = 4;
    parameter ALARM_DURATION = 5;      
    parameter LOCKOUT_DURATION = 10;   
    parameter DEFAULT_PWD = 16'h1234;
    localparam IDLE = 3'b000;
    localparam ENTERING = 3'b001;
    localparam CHECKING = 3'b010;
    localparam UNLOCKED = 3'b011;
    localparam LOCKED_OUT = 3'b100;
    localparam ALARM_ON = 3'b101;
    localparam CHANGE_PWD = 3'b110;
    reg [2:0] state, next_state;
    reg [15:0] stored_password;        
    reg [15:0] entered_password;       
    reg [15:0] new_password;           
    reg [2:0] failed_attempts;         
    reg [31:0] timer;                  
    reg pwd_verified;                  
    initial begin
        stored_password = DEFAULT_PWD;
        lock_open = 0;
        alarm = 0;
        attempts_left = MAX_ATTEMPTS;
        system_locked = 0;
        state = IDLE;
        failed_attempts = 0;
        digit_count = 0;
        entered_password = 0;
        timer = 0;
        pwd_verified = 0;
        seg_display = 7'b1111111;  
    end
    always @(posedge clk or posedge reset) begin
        if (reset) begin
            state <= IDLE;
            stored_password <= DEFAULT_PWD;
            lock_open <= 0;
            alarm <= 0;
            attempts_left <= MAX_ATTEMPTS;
            system_locked <= 0;
            failed_attempts <= 0;
            digit_count <= 0;
            entered_password <= 0;
            timer <= 0;
            pwd_verified <= 0;
        end else begin
            state <= next_state;
        end
    end
    always @(*) begin
        next_state = state;
        case (state)
            IDLE: begin
                if (change_pwd_mode && lock_open) begin
                    next_state = CHANGE_PWD;
                end else if (key_press && !system_locked) begin
                    next_state = ENTERING;
                end
            end
            ENTERING: begin
                if (digit_count >= PASSWORD_LENGTH && enter) begin
                    next_state = CHECKING;
                end else if (clear) begin
                    next_state = IDLE;
                end
            end
            CHECKING: begin
                if (entered_password == stored_password) begin
                    next_state = UNLOCKED;
                end else begin
                    if (failed_attempts + 1 >= MAX_ATTEMPTS) begin
                        next_state = ALARM_ON;
                    end else begin
                        next_state = IDLE;
                    end
                end
            end
            UNLOCKED: begin
                if (clear) begin
                    next_state = IDLE;
                end else if (change_pwd_mode) begin
                    next_state = CHANGE_PWD;
                end
            end
            ALARM_ON: begin
                if (timer >= ALARM_DURATION - 1) begin
                    next_state = LOCKED_OUT;
                end
            end
            LOCKED_OUT: begin
                if (timer >= (ALARM_DURATION + LOCKOUT_DURATION - 1)) begin
                    next_state = IDLE;
                end
            end
            CHANGE_PWD: begin
                if (digit_count >= PASSWORD_LENGTH && enter) begin
                    next_state = IDLE;
                end else if (clear) begin
                    next_state = UNLOCKED;
                end
            end
            default: next_state = IDLE;
        endcase
    end
    always @(posedge clk or posedge reset) begin
        if (reset) begin
            entered_password <= 0;
            digit_count <= 0;
            new_password <= 0;
            lock_open <= 0;
            alarm <= 0;
            system_locked <= 0;
        end else begin
            lock_open <= (state == UNLOCKED);
            alarm <= (state == ALARM_ON);
            system_locked <= (state == ALARM_ON || state == LOCKED_OUT);
            case (state)
                IDLE: begin
                    entered_password <= 0;
                    digit_count <= 0;
                    timer <= 0;
                    if (clear && !(state == ALARM_ON || state == LOCKED_OUT)) begin
                        failed_attempts <= 0;
                        attempts_left <= MAX_ATTEMPTS;
                    end
                end
                ENTERING: begin
                    if (key_press && digit_count < PASSWORD_LENGTH) begin
                        entered_password <= (entered_password << 4) | key_in;
                        digit_count <= digit_count + 1;
                    end
                    if (clear) begin
                        entered_password <= 0;
                        digit_count <= 0;
                    end
                end
                CHECKING: begin
                    if (entered_password == stored_password) begin
                        failed_attempts <= 0;
                        attempts_left <= MAX_ATTEMPTS;
                    end else begin
                        failed_attempts <= failed_attempts + 1;
                        attempts_left <= (attempts_left > 0) ? attempts_left - 1 : 0;
                    end
                    entered_password <= 0;
                    digit_count <= 0;
                end
                UNLOCKED: begin
                    if (clear) begin
                        entered_password <= 0;
                        digit_count <= 0;
                    end
                end
                ALARM_ON: begin
                    timer <= timer + 1;
                end
                LOCKED_OUT: begin
                    timer <= timer + 1;
                    if (timer >= (ALARM_DURATION + LOCKOUT_DURATION - 1)) begin
                        timer <= 0;
                        failed_attempts <= 0;
                        attempts_left <= MAX_ATTEMPTS;
                    end
                end
                CHANGE_PWD: begin
                    if (key_press && digit_count < PASSWORD_LENGTH) begin
                        new_password <= (new_password << 4) | key_in;
                        digit_count <= digit_count + 1;
                    end
                    if (digit_count >= PASSWORD_LENGTH && enter) begin
                        stored_password <= new_password;
                        new_password <= 0;
                        digit_count <= 0;
                    end
                    if (clear) begin
                        new_password <= 0;
                        digit_count <= 0;
                    end
                end
            endcase
        end
    end
    always @(*) begin
        case (digit_count)
            3'd0: seg_display = 7'b1000000;  
            3'd1: seg_display = 7'b1111001;  
            3'd2: seg_display = 7'b0100100;  
            3'd3: seg_display = 7'b0110000;  
            3'd4: seg_display = 7'b0011001;  
            default: seg_display = 7'b1111111;  
        endcase
        if (state == ALARM_ON || state == LOCKED_OUT) begin
            seg_display = 7'b0000110;  
        end
    end
endmodule
==> /design/flow/run.sh <==
#!/bin/bash
# OpenROAD 26Q1-2900-gdf79404cd8, Yosys 0.63+post, stock flow scripts
make -C /OpenROAD-flow-scripts/flow DESIGN_CONFIG=/design/flow/config.mk WORK_HOME=/design/flow/orfs finish
==> /design/flow/config.mk <==
export PLATFORM = sky130hd
export DESIGN_NAME = digital_lock
export DESIGN_NICKNAME = digital_lock
export VERILOG_FILES = /design/flow/design.v
export SDC_FILE = /design/flow/constraint.sdc
export NUM_CORES = 4
export LEC_CHECK = 1
export CORE_AREA = 10 10 70 70
export DIE_AREA = 0 0 80 80
==> /design/flow/constraint.sdc <==
current_design digital_lock

set clk_period 1.8
set clk_io_pct 0.2

create_clock -name clk0 -period $clk_period [get_ports {clk}]

set non_clock_inputs [all_inputs -no_clocks]
set_input_delay [expr $clk_period * $clk_io_pct] -clock clk0 $non_clock_inputs
set_output_delay [expr $clk_period * $clk_io_pct] -clock clk0 [all_outputs]
==> run summary <==
fin crit period -> 1.699 ns
number of synthesized register bits -> 3
Syn Area/Cell -> 7.949 µm²
Antenna Nets Post-Route -> 0
cts repair resizes -> 1
yosys cell count -> 34
Final Cycle Share -> 0.9440
via count -> 200
die width -> 80 µm
switching part of the total -> 0.2165
Core Area -> 0.003416 mm²
register share of total power -> 0.356
Mapped Area -> 270.3 µm²
I/O pins -> 25
Biggest register -> state
kind of end point of the critical path -> output pin
Port Buf Inserts -> 7
post-route setup slack -> 0.1008 ns
most frequent logic cell in the layout -> conb_1
HP Class -> input pin to asynchronous set/reset pin
Synth-to-Final Area Change -> 36.11%
DP HPWL -> 514.6 µm
# diodes -> 0
TritonCTS Sinks -> 3
Synth warnings -> 151
hold_buf cts -> 0
Detailed Route Iter0 Violations -> 12
crit-path max FO -> 7
CTS buffer count -> 3
Init Core Util -> 0.07912
biggest regs -> state x3
Critical Path AT -> 1.34 ns
Chip Area, Yosys -> 270.3 µm²
Fin Setup TNS -> 0 ns
Max Root-Sink Buffers -> 2
Total GRT Usage -> 0.01715
Via-to-Cell Ratio -> 2.273
wire per inst -> 7.068 µm
area post-placement -> 337.8 µm²
CTS tree -> done
Remaining DRCs -> 0
clock share of power -> 0.543
Max IR drop VDD -> 0.00006612 V
Worst R2R Setup Slack -> 0.75 ns
Clock Pin Slew Worst Setup and Hold Paths -> 0.04 ns
Post-Place Cells -> 84
LEAKAGE -> 0.1592 nW
post-CTS setup buffers -> 0
number of global-route vias before repair -> 223
Gate power share -> 0.101
Skew-Pair Late Insertion Delay -> 0.23 ns
layout cells sized above 1 -> 0.1190
Setup Crit Path Kind -> flip-flop to output pin
Top Layout Cells -> conb_1, clkdlybuf4s50_1, inv_1, clkbuf_4
Log Warnings -> 30
gpl congestion -> 0.7446
dpl ws -> 0.2183 ns
non-filler cells, final -> 88
Post-Route Skew -> 0.001797 ns
Hold Vio Cnt, Final -> 0
fin. max-slew vios -> 0
final setup violation count -> 0
status -> finished clean
H-tree Lvls -> 1
R2R Path Start -> state[2]
Mapped Cells -> 34
unrepaired setup endpoints after global routing -> no
maxcap violations -> 0
total gr overflow -> 0
Pint -> 0.0001679 W
PD cells -> 582.6 mW/mm²
1st-pass router iterations -> 2
Rows -> 21
antenna violations before repair -> 0
first-pass GRT wire length -> 931 µm
Max Clk Rate -> 588.5 MHz
kind of start point of the critical path -> flip-flop
Critical Path RT -> 1.44 ns
max FFs per register -> 3
Finished Cell Area -> 367.9 µm²
origin of the worst setup path -> state[2]
Net Sw Power -> 0.00004641 W
Die Size -> 0.006400 mm²
Seq share, synth -> 0.2778
Synth cell types -> 15
largest net degree at the start of global routing -> 8
routed wire length -> 622 µm
Die Span Y -> 80 µm
CTS root buf -> clkbuf_4
worst max-delay path: stages, from the launching register on:
cell	delay [ns]
dfrtp_2	0.40
inv_1	0.08
nor2_2	0.15
clkdlybuf4s50_1	0.48
layer usage:
metal  track usage  share of wire  up-vias
met5             0              0        -
met4       0.01408          0.071        0
met3      0.005682          0.092        4
met2       0.02648           0.45       13
met1       0.01864           0.39       83
li1              -              -      100
cell type report:
type | count | area, µm²
Clock buffer | 4 | 26.28
Tap cell | 46 | 57.56
Inverter | 3 | 11.26
Timing Repair Buffer | 7 | 70.07
Sequential cell | 3 | 76.32
Multi-Input combinational cell | 25 | 126.4
Fill cell | 405 | 3048
final timing paths:
kind | endpoint | depth (start not counted)
max in group asynchronous | state[2] | 2
hold reg to reg | state[2] | 2
min in group clk0 | state[2] | 2
setup reg to reg | state[0] | 2
setup / recovery | seg_display[1] | 3
hold / removal | state[0] | 2
metrics by stage:
step	hold slack (ns)	power, W	util
after floorplan	0.1136	0.0001039	-
after global placement	0.5351	0.0001000	0.09890
after CTS	0.2885	0.0002222	0.1070
after global routing	0.3011	0.0002306	0.1077
after detailed placement	0.5315	0.00009930	0.09890
final	0.2932	0.0002143	0.1077
synth_stat cells, drive strengths merged:
cell type	n	share of area
buf	13	0.36
dfrtp	3	0.28
inv	3	0.042
conb	2	0.028
nand2	2	0.028
nor2	2	0.028
a21o	1	0.028
a311oi	1	0.032
a31oi	1	0.023
mux2i	1	0.037
nand4	1	0.023
nor2b	1	0.023
nor3b	1	0.028
o21ai	1	0.019
or3	1	0.023
cells by family (layout without fill, tap and decap cells):
family          Yosys count  count (layout)  share of synthesized area
compound gates            4               4                     0.1019
mux                       1               1                    0.03704
buf+inv                  16              14                     0.4028
other cells               2              12                    0.02779
flops                     3               3                     0.2778
simple gates              8               8                     0.1529
power by group through the flow:
stage	combinational, W	clock, W	sequential (W)
finish	0.0000217	0.000116	0.0000762
global route	0.0000258	0.000128	0.0000764
CTS	0.0000227	0.000124	0.0000759
Power and IR drop assume default switching activity.
